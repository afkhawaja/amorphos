===== flow/run.sh =====
#!/bin/bash
# OpenROAD 26Q1-2900-gdf79404cd8, Yosys 0.63+post, stock flow scripts
make -C /OpenROAD-flow-scripts/flow DESIGN_CONFIG=/design/flow/config.mk WORK_HOME=/design/flow/orfs finish

===== flow/config.mk =====
export PLATFORM = sky130hd
export DESIGN_NAME = Eight2OneEncoder
export DESIGN_NICKNAME = Eight2OneEncoder
export VERILOG_FILES = /design/flow/design.v
export SDC_FILE = /design/flow/constraint.sdc
export NUM_CORES = 4
export LEC_CHECK = 1
export CORE_AREA = 10 10 70 70
export DIE_AREA = 0 0 80 80

===== flow/constraint.sdc =====
current_design Eight2OneEncoder

set clk_period 1.2
set clk_io_pct 0.2

create_clock -name clk0 -period $clk_period

set non_clock_inputs [all_inputs -no_clocks]
set_input_delay [expr $clk_period * $clk_io_pct] -clock clk0 $non_clock_inputs
set_output_delay [expr $clk_period * $clk_io_pct] -clock clk0 [all_outputs]

===== flow/design.v =====
package ShellTypes;
parameter USE_ECC                 = 0;
parameter AVL_ADDR_WIDTH          = 26;
parameter AVL_DATA_WIDTH          = USE_ECC == 1 ? 512 : 576;
parameter AVL_SPARE_WIDTH         = USE_ECC == 1 ? 0   : 64;
parameter AVL_BE_WIDTH            = USE_ECC == 1 ? 64  : 72;
parameter AVL_SIZE                = 7;
parameter NUM_UMI                 = 1;
parameter UMI_ADDR_WIDTH          = 64;
parameter UMI_DATA_WIDTH          = USE_ECC == 0 ? 576 : 512;
parameter UMI_SPARE_WIDTH         = USE_ECC == 0 ?  64 :   0;
parameter UMI_MASK_WIDTH          = UMI_DATA_WIDTH / 8;
parameter PCIE_DATA_WIDTH         = 128;
parameter PCIE_SLOT_WIDTH         = 16;  
parameter PCIE_PAD_WIDTH          = $clog2(PCIE_DATA_WIDTH/8);
typedef struct packed {
	logic                      valid;
	logic                      isWrite;
	logic [UMI_ADDR_WIDTH-1:0] addr;
	logic [UMI_DATA_WIDTH-1:0] data;
} MemReq;
typedef struct packed {
	logic                      valid;
	logic [UMI_DATA_WIDTH-1:0] data;
} MemResp;
typedef struct packed {
	logic                       valid;
	logic                       isWrite;
	logic [31:0]                addr;
	logic [63:0]                data;
} SoftRegReq;
typedef struct packed {
	logic                       valid;
	logic [63:0]                data;
} SoftRegResp;
typedef struct packed {
	logic                       valid;
	logic [PCIE_DATA_WIDTH-1:0] data;
	logic [PCIE_SLOT_WIDTH-1:0] slot;
	logic [PCIE_PAD_WIDTH-1:0]  pad;
	logic                       last;
} PCIEPacket;
endpackage
package  AOSF1Types;
parameter USING_F1 = 1;
parameter F1_NUM_APPS = 8;
parameter F1_ALL_APPS_SAME = 1;
parameter MEMDRIVE_SOFTREG_FIFO_Type  = 0;
parameter MEMDRIVE_SOFTREG_FIFO_Depth = 4;
parameter MEMDRIVE_SUB_Q_Type         = 0;
parameter MEMDRIVE_SUB_Q_Depth        = 5;
parameter DNNDRIVE_SOFTREG_Type       = 0;
parameter DNNDRIVE_SOFTREG_Depth      = 4;
parameter F1_CONFIG_SOFTREG_CONFIG = 2;
parameter F1_CONFIG_DDR_CONFIG     = 3;
parameter F1_CONFIG_APPS           = 1;
parameter F1_CONFIG_AMI_ENABLED    = 1;
parameter CHANNELS_PER_AMI = 4;
parameter F1_NUM_MEM_CHANNELS = 4;
parameter NUM_AMI_INSTS = 1;
parameter F1_ADDR_SHIFT_XLATE = $clog2(NUM_AMI_INSTS);
parameter F1_AXIL_USE_EXTENDER = 0;
parameter F1_AXIL_USE_ROUTE_TREE = 0;
parameter F1_AXIL_wr_addr_FIFO_Type  = 0;
parameter F1_AXIL_wr_addr_FIFO_Depth = 2;
parameter F1_AXIL_wr_data_FIFO_Type  = 0;
parameter F1_AXIL_wr_data_FIFO_Depth = 2;
parameter F1_AXIL_rd_req_FIFO_Type   = 0;
parameter F1_AXIL_rd_req_FIFO_Depth  = 2;
parameter F1_AXIL_rd_resp_FIFO_Type  = 0;
parameter F1_AXIL_rd_resp_FIFO_Depth = 2;
parameter F1_AXIL_buffer_sr_req_FIFO_Type = 0;
parameter F1_AXIL_buffer_sr_req_FIFO_Depth = 2;
parameter F1_AMI2AXI4_RdPath_RdReqFIFO_Type  = 0;
parameter F1_AMI2AXI4_RdPath_RdReqFIFO_Depth = 2;
parameter F1_AMI2AXI4_RdPath_RdRespFIFO_Type  = 0;
parameter F1_AMI2AXI4_RdPath_RdRespFIFO_Depth = 2;
parameter F1_AMI2AXI4_WrPath_WrReq_Data_FIFO_Type  = 0;
parameter F1_AMI2AXI4_WrPath_WrReq_Data_FIFO_Depth = 2;
parameter F1_AMI2AXI4_WrPath_WrReq_Addr_FIFO_Type  = 0;
parameter F1_AMI2AXI4_WrPath_WrReq_Addr_FIFO_Depth = 2;
parameter F1_PCIS2ABD_WrPath_WrDataFIFO_Type  = 0;
parameter F1_PCIS2ABD_WrPath_WrDataFIFO_Depth = 8;
parameter F1_PCIS2ABD_WrPath_WrIdFIFO_Type  = 0;
parameter F1_PCIS2ABD_WrPath_WrIdFIFO_Depth = 8;
parameter F1_PCIS2ABD_RdPath_RdReqFIFO_Type  = 0;
parameter F1_PCIS2ABD_RdPath_RdReqFIFO_Depth = 8;
parameter F1_PCIS2ABD_RdPath_RdRespIDFIFO_Type  = 0;
parameter F1_PCIS2ABD_RdPath_RdRespIDFIFO_Depth = 8;
endpackage
module Two2OneEncoder(
input[1:0]  one_hots,
output logic mux_select
);
always_comb begin
	if (one_hots[1] == 1'b1) begin
		mux_select = 1'b1;
	end else begin
		mux_select = 1'b0;
	end
end
endmodule
module Four2OneEncoder(
input[3:0]  one_hots,
output logic[1:0] mux_select
);
always_comb begin
	if (one_hots[3] == 1'b1) begin
		mux_select = 2'b11;
	end else if (one_hots[2] == 1'b1) begin
		mux_select = 2'b10;
	end else if (one_hots[1] == 1'b1) begin
		mux_select = 2'b01;
	end else begin
		mux_select = 2'b00;
	end
end
endmodule
module Eight2OneEncoder(
input[7:0]  one_hots,
output logic[2:0] mux_select
);
always_comb begin
	if (one_hots[7] == 1'b1) begin
		mux_select = 3'b111;
	end else if (one_hots[6] == 1'b1) begin
		mux_select = 3'b110;
	end else if (one_hots[5] == 1'b1) begin
		mux_select = 3'b101;
	end else if (one_hots[4] == 1'b1) begin
		mux_select = 3'b100;
	end else if (one_hots[3] == 1'b1) begin
		mux_select = 3'b011;
	end else if (one_hots[2] == 1'b1) begin
		mux_select = 3'b010;
	end else if (one_hots[1] == 1'b1) begin
		mux_select = 3'b001;
	end else begin
		mux_select = 3'b000;
	end
end
endmodule
module OneHotEncoder #(parameter ONE_HOTS = 2, MUX_SELECTS = 1)
(
	input[ONE_HOTS-1:0] one_hots,
	output logic[MUX_SELECTS-1:0] mux_select
);
	generate 
		if (ONE_HOTS == 1) begin : config_one
			assign mux_select = 1'b0;
		end else if (ONE_HOTS == 2) begin : config_two
			Two2OneEncoder
			two2one_inst(
				.one_hots(one_hots),
				.mux_select(mux_select)
			);
		end else if (ONE_HOTS == 4) begin : config_four
			Four2OneEncoder
			four2one_inst(
				.one_hots(one_hots),
				.mux_select(mux_select)
			);		
		end else if (ONE_HOTS == 8) begin : config_eight
			Eight2OneEncoder
			eight2one_inst(
				.one_hots(one_hots),
				.mux_select(mux_select)
			);
		end
	endgenerate
endmodule

==> summary.txt <==
The full implementation flow was run.

The flow ran to the end, and the final reports show no timing, DRC or antenna violations. The number of port buffers stands at 10. The sum of negative setup slack stands at 0 ps. 11 I/O pins were placed.

The relative slew slack stands at a little over four fifths. The type recorded for the worst min-delay path is input port to output pin. For this run, the chip area from Yosys synthesis comes to around 45 sq um. The total die size stands at 0.00640 sq mm. The number of standard cells in the final layout excluding fillers stands at approximately 67. Ranking logic cells in the layout by count gives the top entries dlygate4sd2_1, nor2_2, nand2_1, clkdlybuf4s15_1, clkdlybuf4s15_2. STA classifies the critical path endpoint as an output pin.

The static leakage power stands at 0.0810 nW. The yosys cell count stands at 10. Synthesis instantiated 7 different standard cells from the library. The total power stands at around 42 uW. The instance area after placement stands at slightly above 200 sq um. The smallest clock period supported by the final layout is computed as 1160 ps. The routed wire length stands at approximately 340 um.

The worst VDD IR drop from the latest analysis is 0.0179 mV. The total vias in the final route stands at between 100 and 150. The number of global-route vias before repair stands at roughly 120. For this design the ratio of total power to cell area is between 150 and 200 mW/mm^2. The global-route usage over all layers stands at 0.924%. The largest net degree at the start of global routing stands at 4. In this run the maximum-capacitance check reported violations numbering 0. The final report gives the standard cell area, fillers excluded, as 214 sq um. The required arrival time at the worst endpoint stands at about 960 ps.

The fraction of final layout cells with drive strength greater than 1 stands at 38.1%. The number of antenna-violating nets in the routed design stands at 0. The transition time at the pin with the least slew margin stands at 235 ps. The worst setup path is launched from an input port.

The floorplan step records an initial core utilization of roughly 1.3%. Hold analysis shows the worst path with a depth of 3. TritonRoute reported its final design rule violation total as 0.

The final-report max-slew violation count stands at 0. The OpenROAD warning count stands at 34. The floorplan has 21 rows.

In the finished design the tool counted flip-flops and latches totalling 0. The die height stands at 80 um. On the critical path the data arrives at just over 900 ps. The die is 80 um wide. The layout overhead on the synthesized area stands at 375%. Clock buffers in the final layout number 0.

The antenna diode count stands at 0. The sequential element share of the synthesized area stands at 0%. The number of antenna violations at the first check in global routing stands at 0. The most common logic cell in the final layout is dlygate4sd2_1. The post-route clock period utilization stands at 97.0%. After its last routability iteration, the placer logged a weighted congestion of 0.795.

The register area stands at 0 sq um. The remaining global-route overflow stands at 0. The first-pass detailed-route iteration total stands at 1. The cell area after synthesis stands at between 40 and 50 sq um. The mean instance size in the synthesized netlist stands at 4.50 sq um. The tally of yosys warning messages stands at 1.

The final setup violation count stands at 0. The placeable core area stands at around 0.0034 sq mm. For this design, the CTS-stage hold fixing added 0 buffers. Based on the critical path, the design can be clocked at up to 859 MHz. In this run, the number of DRC markers left after iteration 0 of detailed routing was 0. The post-route utilization of the core is recorded as 6.26%.

The mean routed wirelength per cell stands at ~5 um. The wire length of the first global-routing pass stands at 524 um. Of all nets on the critical path, the largest fanout is 2.

The detail-routed via count per cell stands at 1.72. The hold violation total from the final report stands at 0. Setup repair after global routing left no endpoint under its margin.

The number of placed instances, taps included stands at about 66. The critical path in this run is classified as input port to output pin. The count of mapped cells out of synthesis stands at 10.
==> cell usage after synthesis <==
library cell / number / area (sq um)
a21oi_1: 2 / 10.0
o21ai_0: 1 / 5.00
clkinv_1: 1 / 3.75
nor2_1: 2 / 7.51
inv_1: 1 / 3.75
o31ai_1: 1 / 7.51
nand2_1: 2 / 7.51
==> worst paths after layout <==
kind         from       endpoint  slack, ps
max   one_hots[2]  mux_select[0]         40
min   one_hots[4]  mux_select[0]        860
==> logic make-up after synthesis <==
| group | synth area share [%] |
|---|---|
| AOI/OAI and AO/OA | 50.0 |
| buffers and inverters | 16.7 |
| and+or+nand+nor | 33.3 |
==> per-stage QoR <==
stage | setup WS [ps] | hold slack, ps
after global placement | -504 | 1440
final | 36.2 | 862
after CTS | -187 | 845
after global routing | 1.80 | 875
after floorplan | 492 | 514
after detailed placement | -548 | 1450
==> layout make-up <==
cell class	instances	area, sq um
Inverter	2	7.51
Multi-Input combinational cell	8	46.3
Fill cell	412	3200
Tap cell	46	57.6
Timing Repair Buffer	11	103
==> critical path, cell delays in order <==
cell and delay (ps):
clkdlybuf4s15_1 200, inv_2 70, a21oi_2 50, o31ai_1 220, buf_2 150
==> power breakdown <==
group | switching, mW | internal [mW] | leakage [nW]
combinational | 0.0158 | 0.0258 | 0.0810
clock | 0 | 0 | 0
sequential | 0 | 0 | 0
total | 0.0158 | 0.0258 | 0.0810
==> what timing repair did <==
action | in CTS | in global routing
gates resized | 18 | 5
endpoints found under the setup margin | 3 | 2
buffers inserted | 2 | 0
pin swaps | 3 | 3
gates cloned | 0 | 0
==> per-layer routing <==
layer	GRT usage, %	up-vias	wire (um)
met2	1.44	10	81
met1	1.05	48	175
li1	-	57	-
met4	0	0	0
met5	0	-	0
met3	0.682	0	79
Power figures rest on the tool's default switching activity, not on a simulated workload.
