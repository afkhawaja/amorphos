--- config.mk ---
export PLATFORM = sky130hd
export DESIGN_NAME = TwoInputMux
export DESIGN_NICKNAME = TwoInputMux
export VERILOG_FILES = /design/flow/design.v
export SDC_FILE = /design/flow/constraint.sdc
export NUM_CORES = 4
export LEC_CHECK = 1
export CORE_AREA = 10 10 84 84
export DIE_AREA = 0 0 94 94
--- constraint.sdc ---
current_design TwoInputMux

set clk_period 1.0
set clk_io_pct 0.2

create_clock -name clk0 -period $clk_period

set non_clock_inputs [all_inputs -no_clocks]
set_input_delay [expr $clk_period * $clk_io_pct] -clock clk0 $non_clock_inputs
set_output_delay [expr $clk_period * $clk_io_pct] -clock clk0 [all_outputs]
--- design.v ---
package ShellTypes;
parameter USE_ECC                 = 0;
parameter AVL_ADDR_WIDTH          = 26;
parameter AVL_DATA_WIDTH          = USE_ECC == 1 ? 512 : 576;
parameter AVL_SPARE_WIDTH         = USE_ECC == 1 ? 0   : 64;
parameter AVL_BE_WIDTH            = USE_ECC == 1 ? 64  : 72;
parameter AVL_SIZE                = 7;
parameter NUM_UMI                 = 1;
parameter UMI_ADDR_WIDTH          = 64;
parameter UMI_DATA_WIDTH          = USE_ECC == 0 ? 576 : 512;
parameter UMI_SPARE_WIDTH         = USE_ECC == 0 ?  64 :   0;
parameter UMI_MASK_WIDTH          = UMI_DATA_WIDTH / 8;
parameter PCIE_DATA_WIDTH         = 128;
parameter PCIE_SLOT_WIDTH         = 16;  
parameter PCIE_PAD_WIDTH          = $clog2(PCIE_DATA_WIDTH/8);
typedef struct packed {
	logic                      valid;
	logic                      isWrite;
	logic [UMI_ADDR_WIDTH-1:0] addr;
	logic [UMI_DATA_WIDTH-1:0] data;
} MemReq;
typedef struct packed {
	logic                      valid;
	logic [UMI_DATA_WIDTH-1:0] data;
} MemResp;
typedef struct packed {
	logic                       valid;
	logic                       isWrite;
	logic [31:0]                addr;
	logic [63:0]                data;
} SoftRegReq;
typedef struct packed {
	logic                       valid;
	logic [63:0]                data;
} SoftRegResp;
typedef struct packed {
	logic                       valid;
	logic [PCIE_DATA_WIDTH-1:0] data;
	logic [PCIE_SLOT_WIDTH-1:0] slot;
	logic [PCIE_PAD_WIDTH-1:0]  pad;
	logic                       last;
} PCIEPacket;
endpackage
package  AOSF1Types;
parameter USING_F1 = 1;
parameter F1_NUM_APPS = 8;
parameter F1_ALL_APPS_SAME = 1;
parameter MEMDRIVE_SOFTREG_FIFO_Type  = 0;
parameter MEMDRIVE_SOFTREG_FIFO_Depth = 4;
parameter MEMDRIVE_SUB_Q_Type         = 0;
parameter MEMDRIVE_SUB_Q_Depth        = 5;
parameter DNNDRIVE_SOFTREG_Type       = 0;
parameter DNNDRIVE_SOFTREG_Depth      = 4;
parameter F1_CONFIG_SOFTREG_CONFIG = 2;
parameter F1_CONFIG_DDR_CONFIG     = 3;
parameter F1_CONFIG_APPS           = 1;
parameter F1_CONFIG_AMI_ENABLED    = 1;
parameter CHANNELS_PER_AMI = 4;
parameter F1_NUM_MEM_CHANNELS = 4;
parameter NUM_AMI_INSTS = 1;
parameter F1_ADDR_SHIFT_XLATE = $clog2(NUM_AMI_INSTS);
parameter F1_AXIL_USE_EXTENDER = 0;
parameter F1_AXIL_USE_ROUTE_TREE = 0;
parameter F1_AXIL_wr_addr_FIFO_Type  = 0;
parameter F1_AXIL_wr_addr_FIFO_Depth = 2;
parameter F1_AXIL_wr_data_FIFO_Type  = 0;
parameter F1_AXIL_wr_data_FIFO_Depth = 2;
parameter F1_AXIL_rd_req_FIFO_Type   = 0;
parameter F1_AXIL_rd_req_FIFO_Depth  = 2;
parameter F1_AXIL_rd_resp_FIFO_Type  = 0;
parameter F1_AXIL_rd_resp_FIFO_Depth = 2;
parameter F1_AXIL_buffer_sr_req_FIFO_Type = 0;
parameter F1_AXIL_buffer_sr_req_FIFO_Depth = 2;
parameter F1_AMI2AXI4_RdPath_RdReqFIFO_Type  = 0;
parameter F1_AMI2AXI4_RdPath_RdReqFIFO_Depth = 2;
parameter F1_AMI2AXI4_RdPath_RdRespFIFO_Type  = 0;
parameter F1_AMI2AXI4_RdPath_RdRespFIFO_Depth = 2;
parameter F1_AMI2AXI4_WrPath_WrReq_Data_FIFO_Type  = 0;
parameter F1_AMI2AXI4_WrPath_WrReq_Data_FIFO_Depth = 2;
parameter F1_AMI2AXI4_WrPath_WrReq_Addr_FIFO_Type  = 0;
parameter F1_AMI2AXI4_WrPath_WrReq_Addr_FIFO_Depth = 2;
parameter F1_PCIS2ABD_WrPath_WrDataFIFO_Type  = 0;
parameter F1_PCIS2ABD_WrPath_WrDataFIFO_Depth = 8;
parameter F1_PCIS2ABD_WrPath_WrIdFIFO_Type  = 0;
parameter F1_PCIS2ABD_WrPath_WrIdFIFO_Depth = 8;
parameter F1_PCIS2ABD_RdPath_RdReqFIFO_Type  = 0;
parameter F1_PCIS2ABD_RdPath_RdReqFIFO_Depth = 8;
parameter F1_PCIS2ABD_RdPath_RdRespIDFIFO_Type  = 0;
parameter F1_PCIS2ABD_RdPath_RdRespIDFIFO_Depth = 8;
endpackage
module TwoInputMux #(parameter WIDTH = 64)
(
	input[WIDTH-1:0] data0,
	input[WIDTH-1:0] data1,
	input select,
	output logic[WIDTH-1:0] out
);
	always_comb begin
		if (select == 1'b1) begin
			out = data1;
		end else begin
			out = data0;
		end	
	end
endmodule
--- run.sh ---
#!/bin/bash
# OpenROAD 26Q1-2900-gdf79404cd8, Yosys 0.63+post, stock flow scripts
make -C /OpenROAD-flow-scripts/flow DESIGN_CONFIG=/design/flow/config.mk WORK_HOME=/design/flow/orfs finish
==> run summary <==
fresh numbers from the pnr run: status finished with violations, failing checks setup timing, endpoints failing hold 0, Non-Filler Instances approximately 340, period utilisation layout 119%, crit path max-delay cell type mux2_4, clock buffers 0, share of cells above drive strength 1 52.4%, Port Buffers 193, Hold Buf Count CTS 0, Mapped Cells 71, WL/cell about 20 µm, seq_cells 0, GR Util met1 13.0%, met3 Use GR 5.90%, Detailed Route Iter0 Violations 17, Core Density at Floorplan 20.7%, Synth area leader mux2_4, Flop area 0 µm², vias per cell 3.90, Peak VDD IR 0.000168 V, dpl cells 331, max-slew violations 0, # IOs 193, final critical-path required period 1.19 ns, Final GP Congestion 0.823, relative slew slack 93.9%, crit path DRT about 0.8 ns, Syn Area/Cell 15.2 µm², final worst slack -0.186 ns, Synthesis Warnings 1, top cells, area mux2_4, buf_12, mux2_2, critical path's most frequent cell buf_16, final wirelength slightly below 7 mm, yosys cell count a little over 70, initial antenna violation count 0, Synth Cell Area 1080 µm², Tot GR Track Use 13.8%, largest stage delay on the critical path 0.28 ns, hold crit path type input port to primary output, # diodes 0, Critical path origin select, critical path startpoint category input port, crit-path cells buf_16 -> buf_16 -> buf_12 -> mux2_4 -> buf_2, pin count of the biggest net entering global routing 11, Top Usage Layer GRT met2, Worst Setup EP out[17], antenna viol nets, final 0, vias in the first global route 1507, FP Rows 26, Top cell area share a little over four fifths, Die Y 94 µm, Cell Pwr Density just over 400 nW/µm², global route overflow 0, P&R area growth vs syn 192%, synthesized chip area reported by yosys 1080 µm², worst-margin pin slew approximately 0.091 ns, die area ~8800 µm², Pre-antenna DRT Iters 2, hold path cells 3, WP data arrival 0.99 ns, RSZ-0062 raised after global routing true, leakage power 1.74 nW, Worst Path Max Fanout 5, Core Region 5200 µm², Seq share, synth 0%, Yosys cell types 4, Setup WS pre-CTS -0.541 ns, DR vias 1322, post-DP HPWL 6.07 mm, FILL cells just under 500, die width between 90 and 100 µm, GRT met2 Usage 27.8%, max-cap violations 0, critical path endpoint category primary output, final setup fails 64, Remaining DRCs 0, Fmax 843 MHz, first-pass GRT wire length 9.24 mm, WS Path Type input port to primary output, Tool Warnings 35
cells in the mapped netlist (all sizes together):
cell / count
buf: 7
mux2: 64
timing repair:
item	4_1_cts	5_1_grt
setup endpoints to repair	64	64
pin swaps	0	0
resized	368	24
gates cloned	4	3
buffers inserted	1	0
through the flow:
step / utilization (%) / hold slack (ns) / setup TNS (ns) / cell area [µm²] / power, mW
floorplan: - / 0.498 / 0 / 1080 / 0.408
global placement: 58.5 / 1.33 / -32.06 / 3040 / 1.34
detailed placement: 58.5 / 1.33 / -31.87 / 3040 / 1.34
CTS: 57.1 / 0.798 / -8.47 / 2970 / 1.22
global route: 60.4 / 0.714 / -7.39 / 3150 / 1.36
finish: 60.4 / 0.698 / -6.42 / 3150 / 1.28
worst max-delay path, delay by kind of cell:
family | cells | cell delay (ns)
buf+inv | 4 | 0.51
mux | 1 | 0.28
routing by layer:
metal	part of all wire [%]	vias up
li1	-	673
met1	31	572
met2	58	77
met3	11	0
met4	0	0
met5	0	-
power breakdown:
| part | switching [mW] | total, mW | internal (mW) |
|---|---|---|---|
| combinational | 0.300 | 1.28 | 0.980 |
| sequential | 0 | 0 | 0 |
| clock | 0 | 0 | 0 |
| total | 0.300 | 1.28 | 0.980 |
kinds of logic (layout without fill, tap and decap cells):
logic type	count (synthesis)	count (layout)	share of synthesized area, %
multiplexers	64	64	87.8
buffers and inverters	7	205	12.2
worst min path at each step:
| stage | start | slack [ns] | endpoint |
|---|---|---|---|
| finish | data1[0] | 0.70 | out[0] |
| CTS | data1[53] | 0.80 | out[53] |
| global route | data1[0] | 0.71 | out[0] |
layout by cell type, fill, tap and decap left out, drive strengths merged:
cell type,netlist,routed
dlymetal6s2s,0,6
buf,7,72
clkdlybuf4s50,0,4
mux2,64,64
clkbuf,0,5
dlygate4sd2,0,118
area by class of cell:
type / instances / area [µm²] / share of cell area [%]
Tap cell: 70 / 87.6 / 2.78
Multi-Input combinational cell: 64 / 957 / 30.4
Timing Repair Buffer: 205 / 2100 / 66.8
Power and IR drop assume default switching activity.
