$ cat flow/run.sh
#!/bin/bash
# OpenROAD 26Q1-2900-gdf79404cd8, Yosys 0.63+post, stock flow scripts
make -C /OpenROAD-flow-scripts/flow DESIGN_CONFIG=/design/flow/config.mk WORK_HOME=/design/flow/orfs finish
$ cat flow/config.mk
export PLATFORM = sky130hd
export DESIGN_NAME = HullFIFO
export DESIGN_NICKNAME = HullFIFO
export VERILOG_FILES = /design/flow/design.v
export SDC_FILE = /design/flow/constraint.sdc
export NUM_CORES = 4
export LEC_CHECK = 1
export CORE_UTILIZATION = 40
$ cat flow/constraint.sdc
current_design HullFIFO

set clk_period 10.1
set clk_io_pct 0.2

create_clock -name clk0 -period $clk_period [get_ports {clock}]

set non_clock_inputs [all_inputs -no_clocks]
set_input_delay [expr $clk_period * $clk_io_pct] -clock clk0 $non_clock_inputs
set_output_delay [expr $clk_period * $clk_io_pct] -clock clk0 [all_outputs]
$ cat flow/design.v
package ShellTypes;
parameter USE_ECC                 = 0;
parameter AVL_ADDR_WIDTH          = 26;
parameter AVL_DATA_WIDTH          = USE_ECC == 1 ? 512 : 576;
parameter AVL_SPARE_WIDTH         = USE_ECC == 1 ? 0   : 64;
parameter AVL_BE_WIDTH            = USE_ECC == 1 ? 64  : 72;
parameter AVL_SIZE                = 7;
parameter NUM_UMI                 = 1;
parameter UMI_ADDR_WIDTH          = 64;
parameter UMI_DATA_WIDTH          = USE_ECC == 0 ? 576 : 512;
parameter UMI_SPARE_WIDTH         = USE_ECC == 0 ?  64 :   0;
parameter UMI_MASK_WIDTH          = UMI_DATA_WIDTH / 8;
parameter PCIE_DATA_WIDTH         = 128;
parameter PCIE_SLOT_WIDTH         = 16;  
parameter PCIE_PAD_WIDTH          = $clog2(PCIE_DATA_WIDTH/8);
typedef struct packed {
	logic                      valid;
	logic                      isWrite;
	logic [UMI_ADDR_WIDTH-1:0] addr;
	logic [UMI_DATA_WIDTH-1:0] data;
} MemReq;
typedef struct packed {
	logic                      valid;
	logic [UMI_DATA_WIDTH-1:0] data;
} MemResp;
typedef struct packed {
	logic                       valid;
	logic                       isWrite;
	logic [31:0]                addr;
	logic [63:0]                data;
} SoftRegReq;
typedef struct packed {
	logic                       valid;
	logic [63:0]                data;
} SoftRegResp;
typedef struct packed {
	logic                       valid;
	logic [PCIE_DATA_WIDTH-1:0] data;
	logic [PCIE_SLOT_WIDTH-1:0] slot;
	logic [PCIE_PAD_WIDTH-1:0]  pad;
	logic                       last;
} PCIEPacket;
endpackage
package  AOSF1Types;
parameter USING_F1 = 1;
parameter F1_NUM_APPS = 8;
parameter F1_ALL_APPS_SAME = 1;
parameter MEMDRIVE_SOFTREG_FIFO_Type  = 0;
parameter MEMDRIVE_SOFTREG_FIFO_Depth = 4;
parameter MEMDRIVE_SUB_Q_Type         = 0;
parameter MEMDRIVE_SUB_Q_Depth        = 5;
parameter DNNDRIVE_SOFTREG_Type       = 0;
parameter DNNDRIVE_SOFTREG_Depth      = 4;
parameter F1_CONFIG_SOFTREG_CONFIG = 2;
parameter F1_CONFIG_DDR_CONFIG     = 3;
parameter F1_CONFIG_APPS           = 1;
parameter F1_CONFIG_AMI_ENABLED    = 1;
parameter CHANNELS_PER_AMI = 4;
parameter F1_NUM_MEM_CHANNELS = 4;
parameter NUM_AMI_INSTS = 1;
parameter F1_ADDR_SHIFT_XLATE = $clog2(NUM_AMI_INSTS);
parameter F1_AXIL_USE_EXTENDER = 0;
parameter F1_AXIL_USE_ROUTE_TREE = 0;
parameter F1_AXIL_wr_addr_FIFO_Type  = 0;
parameter F1_AXIL_wr_addr_FIFO_Depth = 2;
parameter F1_AXIL_wr_data_FIFO_Type  = 0;
parameter F1_AXIL_wr_data_FIFO_Depth = 2;
parameter F1_AXIL_rd_req_FIFO_Type   = 0;
parameter F1_AXIL_rd_req_FIFO_Depth  = 2;
parameter F1_AXIL_rd_resp_FIFO_Type  = 0;
parameter F1_AXIL_rd_resp_FIFO_Depth = 2;
parameter F1_AXIL_buffer_sr_req_FIFO_Type = 0;
parameter F1_AXIL_buffer_sr_req_FIFO_Depth = 2;
parameter F1_AMI2AXI4_RdPath_RdReqFIFO_Type  = 0;
parameter F1_AMI2AXI4_RdPath_RdReqFIFO_Depth = 2;
parameter F1_AMI2AXI4_RdPath_RdRespFIFO_Type  = 0;
parameter F1_AMI2AXI4_RdPath_RdRespFIFO_Depth = 2;
parameter F1_AMI2AXI4_WrPath_WrReq_Data_FIFO_Type  = 0;
parameter F1_AMI2AXI4_WrPath_WrReq_Data_FIFO_Depth = 2;
parameter F1_AMI2AXI4_WrPath_WrReq_Addr_FIFO_Type  = 0;
parameter F1_AMI2AXI4_WrPath_WrReq_Addr_FIFO_Depth = 2;
parameter F1_PCIS2ABD_WrPath_WrDataFIFO_Type  = 0;
parameter F1_PCIS2ABD_WrPath_WrDataFIFO_Depth = 8;
parameter F1_PCIS2ABD_WrPath_WrIdFIFO_Type  = 0;
parameter F1_PCIS2ABD_WrPath_WrIdFIFO_Depth = 8;
parameter F1_PCIS2ABD_RdPath_RdReqFIFO_Type  = 0;
parameter F1_PCIS2ABD_RdPath_RdReqFIFO_Depth = 8;
parameter F1_PCIS2ABD_RdPath_RdRespIDFIFO_Type  = 0;
parameter F1_PCIS2ABD_RdPath_RdRespIDFIFO_Depth = 8;
endpackage
module SoftFIFO  #(parameter WIDTH = 512, LOG_DEPTH = 9)
(
	input  clock,
	input  reset_n,
	input  wrreq,  
	input[WIDTH-1:0] data, 
	output full,                   
	output[WIDTH-1:0] q,  
	output empty,              
	input  rdreq  
);
logic[WIDTH-1:0] buffer[(1 << LOG_DEPTH)-1:0];
logic[LOG_DEPTH:0] counter;
logic[LOG_DEPTH:0]  new_counter;
logic[LOG_DEPTH-1:0] rd_ptr, wr_ptr; 
logic[LOG_DEPTH-1:0]  new_rd_ptr, new_wr_ptr;
assign empty = (counter == 0);
assign full  = (counter == (1 << LOG_DEPTH));
assign q     = buffer[rd_ptr];
always @(posedge clock) begin
	if (!reset_n) begin
		counter <= 0;
		rd_ptr  <= 0;
		wr_ptr  <= 0;
	end else begin
		counter <= new_counter;
		rd_ptr  <= new_rd_ptr;
		wr_ptr  <= new_wr_ptr;
	end
end
always @(posedge clock) begin
	if (!full && wrreq) begin
		buffer[wr_ptr] <= data;
	end else begin
		buffer[wr_ptr] <= buffer[wr_ptr];
	end
end
always_comb begin
	if ((!full && wrreq) && (!empty && rdreq)) begin
		new_counter = counter;
		new_rd_ptr  = rd_ptr + 1;
		new_wr_ptr  = wr_ptr + 1;
	end	else if (!full && wrreq) begin
		new_counter = counter + 1;
		new_rd_ptr  = rd_ptr;
		new_wr_ptr  = wr_ptr + 1;
	end else if (!empty && rdreq) begin
		new_counter = counter - 1;
		new_rd_ptr  = rd_ptr + 1;
		new_wr_ptr  = wr_ptr;
	end else begin
		new_counter = counter;
		new_rd_ptr = rd_ptr;
		new_wr_ptr = wr_ptr;
	end
end
endmodule 
module HullFIFO #(parameter TYPE = 0, WIDTH = 32, LOG_DEPTH = 2)
(
    input  clock,
    input  reset_n,
    input             wrreq,  
    input[WIDTH-1:0]  data, 
    output            full,
    output[WIDTH-1:0] q,  
    output logic      empty,
    input             rdreq  
);
	wire half_full;
	wire data_valid;
    generate
        if (TYPE == 0) begin : Hull_SoftFIFO
            SoftFIFO
            #(
                .WIDTH                  (WIDTH),
                .LOG_DEPTH              (LOG_DEPTH)
            )
            softfifo_inst
            (
                .clock                  (clock),
                .reset_n                (reset_n),
                .wrreq                  (wrreq),
                .data                   (data),
                .full                   (full),
                .q                      (q),
                .empty                  (empty),
                .rdreq                  (rdreq)
            );
        end else if (TYPE == 1) begin : Hull_CatapultFIFO
            FIFO
            #(
                .WIDTH                  (WIDTH),
                .LOG_DEPTH              (LOG_DEPTH)
            )
            catapultfifo_inst
            (
                .clock                  (clock),
                .reset_n                (reset_n),
                .wrreq                  (wrreq),
                .data                   (data),
                .full                   (full),
                .q                      (q),
                .empty                  (empty),
                .rdreq                  (rdreq)
            );
        end else if (TYPE == 2) begin : Hull_F1_FlopFIFO
			flop_fifo
			#(
				.WIDTH(WIDTH),
				.DEPTH((1 << LOG_DEPTH))  
			)
			f1_flopfifo_inst
			(
				.clk(clock), 
				.rst_n(reset_n), 
				.sync_rst_n(1'b1),  
				.cfg_watermark((1 << LOG_DEPTH) - 1),  
				.push(wrreq),
				.push_data(data), 
				.pop(rdreq),
				.pop_data(q), 
				.half_full(half_full), 
				.watermark(full),
				.data_valid(data_valid)
			);
			assign empty = !data_valid;
        end else if (TYPE == 3) begin : Hull_F1_BRAM_FIFO
		end
    endgenerate
endmodule
==> impl_metrics.ini <==
; yosys + openroad results
[run_status]
status = finished clean

[sta]
fin_crit_sh = 0.445
tns_ns = 0
fmax_mhz = 222
setup_viol = 0
hold_viol = 0
hold_slack_ns = 0.483
rsz0062_at_grt = no
tightest_slew_ns = 0.507
slew_headroom = 0.662
finalCriticalPeriod_ns = 4.50
maxSlewViolCount = 0
skew_ns = 0.00585

[clock_tree]
cts_max_path_buffers = 2
cts-htree-levels = 4
clock_latency_ns = 0.40
clkTransAtPathRegs_ns = 0.06
postCtsSetupRepairBufs = 0
cts_tree = yes
ctsRootBufferMaster = clkbuf_16
numCtsBuffers = 17
cts_hold_buf = 0
cts_resized = 0
cts.sinks = 137

[yosys]
synth.cellmix.xorXnorShare = 0.00509
yosysWarnings = 1
synth-compound-area-share = 0.0126
logic_family = multiplexers
yosys.area_share.simple = 0.0199
yosys_register_bits = 137
ys_sh_adder = 0.0184
synth_area_um2 = 5160
ys_sh_mux = 0.144
ys_seq_share = 0.780
ys_cells = 226
ys_chip_area_um2 = 5160
syn_area_per_cell_um2 = 22.8
synth_cells = 226
synthDistinctLibCells = 27

[critical_path]
critPathLaunchType = flop
rr_worst_depth = 8
critical_path_class = reg -> out
critPathCaptureType = primary output
cp.required_ns = 8.08
crit_fanout = 24
arrival_ns = 2.48

[global_route]
track_usage = 0.150
grt_util_met2 = 0.224
grt_first_pass_wirelength_um = 13300
grt-busiest-layer = met1
grt_max_degree = 33
antenna_found_initial = 0
grt_overflow = 0
grt_use_met3 = 0.0709
grt_pass1_vias = 2640
use_met1 = 0.226

[layout]
regArea_um2 = 4030
utilization = 0.533
logic_area_um2 = 1030
nFillCells = 1020
drive_gt1_frac = 0.235
area_growth_pct = 30.3
layout_top_cells = 128 x edfxtp_1, 69 x clkdlybuf4s50_1, 32 x mux4_2
mostFrequentLayoutCell = edfxtp_1
final_cell_area_um2 = 6720

[die]
ios = 70
chip_area_um2 = 13400
fp.dieH_um = 116
fp_util = 0.409
num_rows = 41
core_um2 = 12600
die_width_um = 116

[drt]
routed_wl_um = 8530
wl_per_cell_um = 17.2
ant_nets = 0
via_per_inst = 4.93
diodes = 0
firstDrtPassIters = 6
routed-via-count = 2444
drtIter0Drc = 82
remaining_drc_errors = 0

[placement]
place.gp.congestion = 0.735
port_buffers = 69
dp_hpwl_um = 4860
placed_cell_area_um2 = 6040

[min_path]
hold_class = reg -> reg
hold_depth = 2

[pwr]
cellLeakagePower_nw = 2.22
vdd_ir_drop_max_uv = 144
p_seq_frac = 0.405
combPwrFrac = 0.198
p_sw_frac = 0.210
p_per_area_nw_per_um2 = 263
switchingPower_w = 0.000372
p_int_w = 0.00140
pwr-share-clk = 0.397

[flow_run]
maxCapViolCount = 0
log.warning_count = 29
==> cell usage after synthesis, drive strengths merged <==
master  instances  area (um^2)
nor2            3         11.3
mux4           32          721
a21oi           5         28.8
xor2            2         17.5
or3             1         6.26
inv             7         26.3
a311oi          1         8.76
nor4            1         6.26
nand2           1         3.75
o21ai           4         20.0
buf             9         70.1
dfxtp           9          180
and3            4         30.0
nand3           2         10.0
clkinv          1         8.76
o21bai          1         7.51
ha              6         75.1
nand2b          2         12.5
fa              1         20.0
nor3            1         5.00
edfxtp        128         3840
mux2i           2         20.0
or3b            2         17.5
xnor2           1         8.76
==> through the flow <==
| stage | std cells | power, W | worst slack, ns |
|---|---|---|---|
| after detailed placement | 464 | 0.00109 | 5.96 |
| after CTS | 496 | 0.00180 | 5.51 |
| after floorplan | 226 | 0.000914 | 6.65 |
| after global routing | 496 | 0.00186 | 5.42 |
| final | 496 | 0.00177 | 5.60 |
| after global placement | 464 | 0.00108 | 5.97 |
==> power by group through the flow <==
stage	registers, W	clock network [W]	logic, W
after CTS	0.000719	0.000719	0.000360
after global routing	0.000724	0.000742	0.000389
final	0.000718	0.000703	0.000350
==> registers in the layout, indices dropped and copies added (netlist names), named ones only <==
signal,cells
Hull_SoftFIFO.softfifo_inst.wr_ptr,2
Hull_SoftFIFO.softfifo_inst.counter,3
Hull_SoftFIFO.softfifo_inst.buffer,128
Hull_SoftFIFO.softfifo_inst.rd_ptr,2
==> routing by layer <==
metal  routed length [um]  vias to the layer above
met3                  817                       10
met4                  124                        0
met5                    0                        -
met2                 4150                       97
met1                 3440                     1229
li1                     -                     1108
==> worst paths after layout <==
check / startpoint / slack (ns) / endpoint
worst max-delay path: flop / 5.60 / q[14]
worst min-delay path: Hull_SoftFIFO.softfifo_inst.rd_ptr[1] / 0.48 / flop
worst max register to register: Hull_SoftFIFO.softfifo_inst.counter[0] / 7.89 / Hull_SoftFIFO.softfifo_inst.counter[2]
worst min register to register: Hull_SoftFIFO.softfifo_inst.rd_ptr[1] / 0.48 / flop
==> cells by family after synthesis <==
family                   Yosys count
AND-OR/OR-AND                     11
multiplexers                      34
AND/OR/NAND/NOR                   17
flip-flops                       137
buffers and inverters             17
adder cells (fa/ha/maj)            7
XOR/XNOR                           3
==> worst max-delay path, cell delays in order, from the launching register on <==
cell	delay (ns)
dfxtp_2	0.51
buf_4	0.51
mux4_2	0.62
clkdlybuf4s50_1	0.43
==> cell type report <==
class	instances	area share
clock inverter	13	0.0370
inverter	8	0.00521
sequential	137	0.599
clock buffer	19	0.0644
multi-input combinational	72	0.153
tap	172	0.0320
timing repair buffer	75	0.109
Power figures rest on the tool's default switching activity, not on a simulated workload.
