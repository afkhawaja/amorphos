**design/flow/design.v**
```verilog
package ShellTypes;
parameter USE_ECC                 = 0;
parameter AVL_ADDR_WIDTH          = 26;
parameter AVL_DATA_WIDTH          = USE_ECC == 1 ? 512 : 576;
parameter AVL_SPARE_WIDTH         = USE_ECC == 1 ? 0   : 64;
parameter AVL_BE_WIDTH            = USE_ECC == 1 ? 64  : 72;
parameter AVL_SIZE                = 7;
parameter NUM_UMI                 = 1;
parameter UMI_ADDR_WIDTH          = 64;
parameter UMI_DATA_WIDTH          = USE_ECC == 0 ? 576 : 512;
parameter UMI_SPARE_WIDTH         = USE_ECC == 0 ?  64 :   0;
parameter UMI_MASK_WIDTH          = UMI_DATA_WIDTH / 8;
parameter PCIE_DATA_WIDTH         = 128;
parameter PCIE_SLOT_WIDTH         = 16;  
parameter PCIE_PAD_WIDTH          = $clog2(PCIE_DATA_WIDTH/8);
typedef struct packed {
	logic                      valid;
	logic                      isWrite;
	logic [UMI_ADDR_WIDTH-1:0] addr;
	logic [UMI_DATA_WIDTH-1:0] data;
} MemReq;
typedef struct packed {
	logic                      valid;
	logic [UMI_DATA_WIDTH-1:0] data;
} MemResp;
typedef struct packed {
	logic                       valid;
	logic                       isWrite;
	logic [31:0]                addr;
	logic [63:0]                data;
} SoftRegReq;
typedef struct packed {
	logic                       valid;
	logic [63:0]                data;
} SoftRegResp;
typedef struct packed {
	logic                       valid;
	logic [PCIE_DATA_WIDTH-1:0] data;
	logic [PCIE_SLOT_WIDTH-1:0] slot;
	logic [PCIE_PAD_WIDTH-1:0]  pad;
	logic                       last;
} PCIEPacket;
endpackage
package  AOSF1Types;
parameter USING_F1 = 1;
parameter F1_NUM_APPS = 8;
parameter F1_ALL_APPS_SAME = 1;
parameter MEMDRIVE_SOFTREG_FIFO_Type  = 0;
parameter MEMDRIVE_SOFTREG_FIFO_Depth = 4;
parameter MEMDRIVE_SUB_Q_Type         = 0;
parameter MEMDRIVE_SUB_Q_Depth        = 5;
parameter DNNDRIVE_SOFTREG_Type       = 0;
parameter DNNDRIVE_SOFTREG_Depth      = 4;
parameter F1_CONFIG_SOFTREG_CONFIG = 2;
parameter F1_CONFIG_DDR_CONFIG     = 3;
parameter F1_CONFIG_APPS           = 1;
parameter F1_CONFIG_AMI_ENABLED    = 1;
parameter CHANNELS_PER_AMI = 4;
parameter F1_NUM_MEM_CHANNELS = 4;
parameter NUM_AMI_INSTS = 1;
parameter F1_ADDR_SHIFT_XLATE = $clog2(NUM_AMI_INSTS);
parameter F1_AXIL_USE_EXTENDER = 0;
parameter F1_AXIL_USE_ROUTE_TREE = 0;
parameter F1_AXIL_wr_addr_FIFO_Type  = 0;
parameter F1_AXIL_wr_addr_FIFO_Depth = 2;
parameter F1_AXIL_wr_data_FIFO_Type  = 0;
parameter F1_AXIL_wr_data_FIFO_Depth = 2;
parameter F1_AXIL_rd_req_FIFO_Type   = 0;
parameter F1_AXIL_rd_req_FIFO_Depth  = 2;
parameter F1_AXIL_rd_resp_FIFO_Type  = 0;
parameter F1_AXIL_rd_resp_FIFO_Depth = 2;
parameter F1_AXIL_buffer_sr_req_FIFO_Type = 0;
parameter F1_AXIL_buffer_sr_req_FIFO_Depth = 2;
parameter F1_AMI2AXI4_RdPath_RdReqFIFO_Type  = 0;
parameter F1_AMI2AXI4_RdPath_RdReqFIFO_Depth = 2;
parameter F1_AMI2AXI4_RdPath_RdRespFIFO_Type  = 0;
parameter F1_AMI2AXI4_RdPath_RdRespFIFO_Depth = 2;
parameter F1_AMI2AXI4_WrPath_WrReq_Data_FIFO_Type  = 0;
parameter F1_AMI2AXI4_WrPath_WrReq_Data_FIFO_Depth = 2;
parameter F1_AMI2AXI4_WrPath_WrReq_Addr_FIFO_Type  = 0;
parameter F1_AMI2AXI4_WrPath_WrReq_Addr_FIFO_Depth = 2;
parameter F1_PCIS2ABD_WrPath_WrDataFIFO_Type  = 0;
parameter F1_PCIS2ABD_WrPath_WrDataFIFO_Depth = 8;
parameter F1_PCIS2ABD_WrPath_WrIdFIFO_Type  = 0;
parameter F1_PCIS2ABD_WrPath_WrIdFIFO_Depth = 8;
parameter F1_PCIS2ABD_RdPath_RdReqFIFO_Type  = 0;
parameter F1_PCIS2ABD_RdPath_RdReqFIFO_Depth = 8;
parameter F1_PCIS2ABD_RdPath_RdRespIDFIFO_Type  = 0;
parameter F1_PCIS2ABD_RdPath_RdRespIDFIFO_Depth = 8;
endpackage
module Counter64
(
    input                               clk,
    input                               rst, 
	input								increment,
	output[63:0]						count
);
	reg[31:0]  lower;
	reg[31:0]  upper;
	logic[31:0] new_lower;
	logic[31:0] new_upper;
	assign count = {upper,lower};
	always@(posedge clk) begin : counter64_update
		if (rst) begin
			lower <= 32'h0000_0000;
			upper <= 32'h0000_0000;
		end else begin
			lower <= new_lower;
			upper <= new_upper;
		end
	end
	always_comb begin : counter64_update_logic
		new_lower = lower;
		new_upper = upper;
		if (increment) begin
			if (lower == 32'hFFFF_FFFF) begin
				new_upper = upper + 32'h1;
				new_lower = 32'h0;
			end else begin
				new_lower = lower + 32'h1;
			end
		end
	end
endmodule
```
**design/flow/run.sh**
```bash
#!/bin/bash
# OpenROAD 26Q1-2900-gdf79404cd8, Yosys 0.63+post, stock flow scripts
make -C /OpenROAD-flow-scripts/flow DESIGN_CONFIG=/design/flow/config.mk WORK_HOME=/design/flow/orfs finish
```
**design/flow/config.mk**
```make
export PLATFORM = sky130hd
export DESIGN_NAME = Counter64
export DESIGN_NICKNAME = Counter64
export VERILOG_FILES = /design/flow/design.v
export SDC_FILE = /design/flow/constraint.sdc
export NUM_CORES = 4
export LEC_CHECK = 1
export CORE_UTILIZATION = 40
```
**design/flow/constraint.sdc**
```tcl
current_design Counter64

set clk_period 11.5
set clk_io_pct 0.2

create_clock -name clk0 -period $clk_period [get_ports {clk}]

set non_clock_inputs [all_inputs -no_clocks]
set_input_delay [expr $clk_period * $clk_io_pct] -clock clk0 $non_clock_inputs
set_output_delay [expr $clk_period * $clk_io_pct] -clock clk0 [all_outputs]
```
==> flow.log <==
[report] extracting results
INFO  metric status = finished, final reports clean
INFO  metric syn-mean-instance-area = 8.50 um2
INFO  metric worst_case_register_to_register_setup_slack = ~8500 ps
INFO  metric cts_hold_buf = 0
INFO  metric crit_path_max_fanout = 25
INFO  metric worst-r2r-cell-count = 6
INFO  metric layout-drive-gt1-share = 6.13%
INFO  metric largest_voltage_drop_on_the_vdd_net = between 0.05 and 0.06 mV
INFO  metric chipArea = 7850 um2
INFO  metric power.density = approximately 110 nW/um2
INFO  metric cts_tree = done
INFO  metric cpMaxStageDelayCell = or4_1
INFO  metric clock_insertion_delay_worst_skew = 330 ps
INFO  metric synth.lib_cells_used.distinct = 33
INFO  metric max_clock_freq = 202 MHz
INFO  metric postSynth.topFlopCell = dfxtp_1
INFO  metric grt.overflow.total = 0
INFO  metric max-slew-margin-rel = 46.6%
INFO  metric delay_contributed_by_the_slowest_stage_of_the_critical_path = approximately 710 ps
INFO  metric timing_hold_violations_final = 0
INFO  metric ys_ff = between 60 and 70
INFO  metric timing.rr.end = upper[12]
INFO  metric root_driver = clkbuf_8
INFO  metric worst_slew_pin_slew = 799 ps
INFO  metric die_w = 88.6 um
INFO  metric die_height = around 89 um
INFO  metric post_drt_wl_per_cell = 12.9 um
INFO  metric synthTopCellsByArea = dfxtp_1 (43%), xor2_1 (7.3%), nor2_1 (5.4%)
INFO  metric count_of_warnings_emitted_by_yosys = 1
INFO  metric min_delay_worst_endpoint = upper[31]
INFO  metric worstSetupEndpointType = register
INFO  metric ys_top_cells_by_count = dfxtp_1 (64), nor2_1 (43), a21oi_1 (30), nand4_1 (25), xor2_1 (25)
INFO  metric timing.critical_path.arrival = 5210 ps
INFO  metric rsz0062_at_grt = no
INFO  metric drt_drc_violations_left = 0
INFO  metric max-cap-violations = 0
INFO  metric synth_stat.cells = 353
INFO  metric hold_class = reg -> reg
INFO  metric grt_pass1_vias = around 2300
INFO  metric warnings = 25
INFO  metric first_iter_violations = 78
INFO  metric fin_area = 3940 um2
INFO  metric cts.repair_timing.setup_buffer_count = 0
INFO  metric clock_sinks = 64
INFO  metric power.static_leakage = between 1 and 1.5 nW
INFO  metric timing_worst_setup_path_type = in -> reg
INFO  metric yosys_area = 3000 um2
INFO  metric rr_startpoint = lower[0]
INFO  metric final.period_utilization = 43.0%
INFO  metric placement.cell_area = 3740 um2
INFO  metric track_usage = between 10% and 20%
INFO  metric total_neg_setup_slack = 0 ps
INFO  metric layout_setup_ws = 6560 ps
INFO  metric finalSetupViolations = 0
INFO  metric routed_wl = 6730 um
INFO  metric largest_area_contributor_in_the_synthesized_netlist = dfxtp_1
INFO  metric fin_worst_skew = 4.16 ps
INFO  metric io_pins = 67
INFO  metric routed_via_density = between 5 and 6
INFO  metric numCtsBuffers = 9
INFO  metric design.core.area = roughly 7300 um2
INFO  metric period_minus_slack = 4940 ps
INFO  metric hold_depth = 2
INFO  metric synthCells = between 300 and 400
INFO  metric critical_path.cell_chain = clkdlybuf4s50_1 -> nand4_2 -> nor4_2 -> nand3_1 -> or4_1 -> a21oi_1
INFO  metric dpl_worst_slack = 6190 ps
INFO  metric worstSetupStartpointType = input port
INFO  metric gp_routability_congestion = 0.776
INFO  metric route.vias.total = about 2700
INFO  metric yosysMostFrequentCell = dfxtp_1
INFO  metric syn_area = 3000 um2
INFO  metric grt_start_max_net_pins = 37
INFO  metric io_buffer_count = 66
INFO  metric cts_resized = 0
INFO  metric floorplanUtilization = 41.4%
INFO  metric synth-async-reset-ratio = 0%
INFO  metric drt_pre_antenna_iters = 4
INFO  metric num_antenna_cells = 0
INFO  metric grt_pass1_wl = 10800 um
INFO  metric place_hpwl = 4580 um
INFO  metric post-synth-top-area-fraction = 42.7%
INFO  metric hold_path.startpoint = upper[31]
INFO  metric rows = 31
INFO  metric final_antenna_net_count = 0
INFO  metric num-fill-cells = 653
INFO  metric layout-area-overhead-vs-synth = 31.3%
INFO  metric grt_antenna_before_repair = 0
INFO  metric clkSlewWorstSetupHoldPaths = ~70 ps
INFO  metric utilization = 54.3%
INFO  metric flip_flops_with_a_built_in_enable = 0
INFO  metric max-clock-path-buffers = 2
INFO  metric cts_htree_levels = 3
INFO  metric synth_seq_share = between 40% and 50%
INFO  metric cp_data_required_time = roughly 12000 ps
INFO  metric finalMaxSlewViolations = 0
[layer usage]
layer	track usage (%)	wire length, um	vias to the layer above
met2	27.1	3030	50
met5	0	0	-
li1	-	-	1418
met1	27.9	3350	1244
met4	2.64	82	0
met3	2.84	266	8
[final cells by class]
| cell class | instances | area [um2] | area share [%] |
|---|---|---|---|
| clock inverter | 3 | 40.0 | 1.02 |
| multi-input combinational | 270 | 1630 | 41.5 |
| tap | 99 | 124 | 3.14 |
| timing repair buffer | 69 | 683 | 17.3 |
| inverter | 5 | 18.8 | 0.476 |
| clock buffer | 13 | 159 | 4.03 |
| sequential | 64 | 1280 | 32.5 |
[kinds of logic after synthesis]
| family | Yosys count | share of synthesized area, % |
|---|---|---|
| AND/OR/NAND/NOR | 177 | 33.6 |
| flip-flops | 64 | 42.7 |
| AND-OR/OR-AND | 57 | 10.0 |
| XOR/XNOR | 33 | 9.63 |
| buffers and inverters | 19 | 2.88 |
| adder cells (fa/ha/maj) | 2 | 0.834 |
| multiplexers | 1 | 0.333 |
[sequential cells by signal, summed over array words and instances, names as in the netlist]
signal / flops
lower: 32
upper: 32
[critical path: cells and delay by family]
family                 cells  cell delay, ps
buffers and inverters      1             590
AND-OR/OR-AND              1             150
AND/OR/NAND/NOR            4            2150
[placed cells by master, fill, tap and decap left out, drive strengths merged, types with 5 or more instances in the layout]
cell type / count
or4: 11
a21oi: 30
o31ai: 6
nand4: 28
or3: 19
xnor2: 8
clkdlybuf4s50: 66
inv: 5
clkbuf: 13
and3: 6
o21ai: 21
nand3: 21
xor2: 25
nor2: 43
nand2: 22
dfxtp: 64
and4: 8
[where the power goes]
group	total (W)	switching, W	internal, W
sequential	0.000223	0.000000629	0.000222
combinational	0.00000730	0.00000455	0.00000274
clock	0.000194	0.0000830	0.000111
[worst max-delay path by stage]
stage / start / end / slack, ps / cells past startpoint
global route: increment / upper[12] / 6310 / 6
finish: increment / upper[12] / 6560 / 6
CTS: increment / upper[12] / 6520 / 6
[stage by stage]
| stage | hold WS, ps | instances | total power [W] |
|---|---|---|---|
| floorplan | 436 | 353 | 0.000232 |
| finish | 482 | 523 | 0.000425 |
| global placement | 466 | 507 | 0.000235 |
| CTS | 484 | 523 | 0.000430 |
| global route | 528 | 523 | 0.000444 |
| detailed placement | 475 | 507 | 0.000235 |
Power is estimated from default activity; no workload was simulated.
