==> /design/flow/run.sh <==
#!/bin/bash
# OpenROAD 26Q1-2900-gdf79404cd8, Yosys 0.63+post, stock flow scripts
make -C /OpenROAD-flow-scripts/flow DESIGN_CONFIG=/design/flow/config.mk WORK_HOME=/design/flow/orfs finish
==> /design/flow/design.v <==
package ShellTypes;
parameter USE_ECC                 = 0;
parameter AVL_ADDR_WIDTH          = 26;
parameter AVL_DATA_WIDTH          = USE_ECC == 1 ? 512 : 576;
parameter AVL_SPARE_WIDTH         = USE_ECC == 1 ? 0   : 64;
parameter AVL_BE_WIDTH            = USE_ECC == 1 ? 64  : 72;
parameter AVL_SIZE                = 7;
parameter NUM_UMI                 = 1;
parameter UMI_ADDR_WIDTH          = 64;
parameter UMI_DATA_WIDTH          = USE_ECC == 0 ? 576 : 512;
parameter UMI_SPARE_WIDTH         = USE_ECC == 0 ?  64 :   0;
parameter UMI_MASK_WIDTH          = UMI_DATA_WIDTH / 8;
parameter PCIE_DATA_WIDTH         = 128;
parameter PCIE_SLOT_WIDTH         = 16;  
parameter PCIE_PAD_WIDTH          = $clog2(PCIE_DATA_WIDTH/8);
typedef struct packed {
	logic                      valid;
	logic                      isWrite;
	logic [UMI_ADDR_WIDTH-1:0] addr;
	logic [UMI_DATA_WIDTH-1:0] data;
} MemReq;
typedef struct packed {
	logic                      valid;
	logic [UMI_DATA_WIDTH-1:0] data;
} MemResp;
typedef struct packed {
	logic                       valid;
	logic                       isWrite;
	logic [31:0]                addr;
	logic [63:0]                data;
} SoftRegReq;
typedef struct packed {
	logic                       valid;
	logic [63:0]                data;
} SoftRegResp;
typedef struct packed {
	logic                       valid;
	logic [PCIE_DATA_WIDTH-1:0] data;
	logic [PCIE_SLOT_WIDTH-1:0] slot;
	logic [PCIE_PAD_WIDTH-1:0]  pad;
	logic                       last;
} PCIEPacket;
endpackage
package  AOSF1Types;
parameter USING_F1 = 1;
parameter F1_NUM_APPS = 8;
parameter F1_ALL_APPS_SAME = 1;
parameter MEMDRIVE_SOFTREG_FIFO_Type  = 0;
parameter MEMDRIVE_SOFTREG_FIFO_Depth = 4;
parameter MEMDRIVE_SUB_Q_Type         = 0;
parameter MEMDRIVE_SUB_Q_Depth        = 5;
parameter DNNDRIVE_SOFTREG_Type       = 0;
parameter DNNDRIVE_SOFTREG_Depth      = 4;
parameter F1_CONFIG_SOFTREG_CONFIG = 2;
parameter F1_CONFIG_DDR_CONFIG     = 3;
parameter F1_CONFIG_APPS           = 1;
parameter F1_CONFIG_AMI_ENABLED    = 1;
parameter CHANNELS_PER_AMI = 4;
parameter F1_NUM_MEM_CHANNELS = 4;
parameter NUM_AMI_INSTS = 1;
parameter F1_ADDR_SHIFT_XLATE = $clog2(NUM_AMI_INSTS);
parameter F1_AXIL_USE_EXTENDER = 0;
parameter F1_AXIL_USE_ROUTE_TREE = 0;
parameter F1_AXIL_wr_addr_FIFO_Type  = 0;
parameter F1_AXIL_wr_addr_FIFO_Depth = 2;
parameter F1_AXIL_wr_data_FIFO_Type  = 0;
parameter F1_AXIL_wr_data_FIFO_Depth = 2;
parameter F1_AXIL_rd_req_FIFO_Type   = 0;
parameter F1_AXIL_rd_req_FIFO_Depth  = 2;
parameter F1_AXIL_rd_resp_FIFO_Type  = 0;
parameter F1_AXIL_rd_resp_FIFO_Depth = 2;
parameter F1_AXIL_buffer_sr_req_FIFO_Type = 0;
parameter F1_AXIL_buffer_sr_req_FIFO_Depth = 2;
parameter F1_AMI2AXI4_RdPath_RdReqFIFO_Type  = 0;
parameter F1_AMI2AXI4_RdPath_RdReqFIFO_Depth = 2;
parameter F1_AMI2AXI4_RdPath_RdRespFIFO_Type  = 0;
parameter F1_AMI2AXI4_RdPath_RdRespFIFO_Depth = 2;
parameter F1_AMI2AXI4_WrPath_WrReq_Data_FIFO_Type  = 0;
parameter F1_AMI2AXI4_WrPath_WrReq_Data_FIFO_Depth = 2;
parameter F1_AMI2AXI4_WrPath_WrReq_Addr_FIFO_Type  = 0;
parameter F1_AMI2AXI4_WrPath_WrReq_Addr_FIFO_Depth = 2;
parameter F1_PCIS2ABD_WrPath_WrDataFIFO_Type  = 0;
parameter F1_PCIS2ABD_WrPath_WrDataFIFO_Depth = 8;
parameter F1_PCIS2ABD_WrPath_WrIdFIFO_Type  = 0;
parameter F1_PCIS2ABD_WrPath_WrIdFIFO_Depth = 8;
parameter F1_PCIS2ABD_RdPath_RdReqFIFO_Type  = 0;
parameter F1_PCIS2ABD_RdPath_RdReqFIFO_Depth = 8;
parameter F1_PCIS2ABD_RdPath_RdRespIDFIFO_Type  = 0;
parameter F1_PCIS2ABD_RdPath_RdRespIDFIFO_Depth = 8;
endpackage
module FourInputArbiter
(
	input  clk,
	input  rst,
	input[3:0] req,
	output[3:0] grant,
	output arb_req_out,
	input  arb_grant_in
);
	wire arb_req[1:0];
	wire arb_grant[1:0];
	TwoInputArbiter 
	rr_2in_arb_0
	(
		.clk(clk),
		.rst(rst),
		.req0(req[0]),
		.req1(req[1]),
		.grant0(grant[0]),
		.grant1(grant[1]),
		.arb_req(arb_req[0]),
		.arb_grant(arb_grant[0])
	);
	TwoInputArbiter 
	rr_2in_arb_1
	(
		.clk(clk),
		.rst(rst),
		.req0(req[2]),
		.req1(req[3]),
		.grant0(grant[2]),
		.grant1(grant[3]),
		.arb_req(arb_req[1]),
		.arb_grant(arb_grant[1])
	);		
	TwoInputArbiter 
	second_lvl_arb
	(
		.clk(clk),
		.rst(rst),
		.req0(arb_req[0]),
		.req1(arb_req[1]),
		.grant0(arb_grant[0]),
		.grant1(arb_grant[1]),
		.arb_req(arb_req_out),
		.arb_grant(arb_grant_in)
	);	
endmodule
module TwoInputArbiter
(
	input  clk,
	input  rst,
	input req0,
	input req1,
	output logic grant0,
	output logic grant1,
	output logic arb_req,
	input  arb_grant
);
	logic last_serviced;
	logic new_last_serviced;
	always@(posedge clk) begin
		if (rst) begin
			last_serviced <= 1'b1;
		end else begin
			last_serviced <= new_last_serviced;
		end
	end
	always_comb begin
		arb_req = req0 || req1;
		if (req0 && ((last_serviced != 1'b0) || !req1)) begin
			grant0 = arb_grant;
			grant1 = 1'b0;
			new_last_serviced = arb_grant ? 1'b0 : last_serviced;
		end else if (req1 && ((last_serviced != 1'b1) || !req0)) begin
			grant0 = 1'b0;
			grant1 = arb_grant;
			new_last_serviced = arb_grant ? 1'b1 : last_serviced;
		end else begin
			grant0 = 1'b0;
			grant1 = 1'b0;
			new_last_serviced = last_serviced;
		end
	end
endmodule
==> /design/flow/config.mk <==
export PLATFORM = sky130hd
export DESIGN_NAME = FourInputArbiter
export DESIGN_NICKNAME = FourInputArbiter
export VERILOG_FILES = /design/flow/design.v
export SDC_FILE = /design/flow/constraint.sdc
export NUM_CORES = 4
export LEC_CHECK = 1
export CORE_AREA = 10 10 70 70
export DIE_AREA = 0 0 80 80
==> /design/flow/constraint.sdc <==
current_design FourInputArbiter

set clk_period 1.8
set clk_io_pct 0.2

create_clock -name clk0 -period $clk_period [get_ports {clk}]

set non_clock_inputs [all_inputs -no_clocks]
set_input_delay [expr $clk_period * $clk_io_pct] -clock clk0 $non_clock_inputs
set_output_delay [expr $clk_period * $clk_io_pct] -clock clk0 [all_outputs]
==> Slide: Implementation Results <==
Flow Results at a Glance

STA
  • Fmax: 0.5765 GHz
  • Setup TNS: 0 ns
  • Unrepaired setup endpoints after global routing: false
  • Actual slew at the worst max-slew pin: 0.2153 ns
  • Final period utilization: 96.37%
  • Max-slew violations: 0
  • Clock skew: 0.002812 ns
  • Relative max-transition margin: 85.65%
  • Fin crit period: 1.735 ns
  • Setup violations, final: 0
  • Final Hold Fails: 0

Floorplan
  • Die Span Y: 80 um
  • Row Count: 21
  • Init Core Util: 6.557%
  • Core Region: 3416 um2
  • Die width: 80 um
  • I/O pins: 12
  • Die area: 6400 um2

GRT
  • Top Usage Layer GRT: met2
  • Grt met2 use: 4.735%
  • GRT Util Overall: 2.614%
  • Grt met3 use: 1.818%
  • Largest net degree at the start of global routing: 6
  • Number of global-route vias before repair: 343
  • M1 GR Usage: 2.187%
  • First-pass GRT wire length: 1359 um
  • Total grt overflow: 0
  • Initial antenna violation count: 0

Route
  • Inserted Diodes: 0
  • Routed WL: 849 um
  • DR vias/cell: 3.100
  • Remaining DRCs: 0
  • Initial DRC Count: 10
  • Mean routed wirelength per cell: 8.490 um
  • Antenna-violating nets left: 0
  • Via Count: 310
  • TritonRoute pass-1 iters: 2

Final layout
  • Most common logic cells in the final layout: 13 x buf_4, 6 x dlygate4sd2_1, 4 x a21oi_1
  • Most numerous logic cell after layout: buf_4
  • Cell area after layout: 495.5 um2
  • Synth-to-layout area growth: 121.2%
  • Logic area: 142.6 um2
  • Reg area: 60.06 um2
  • Share of layout cells above drive strength 1: 40.74%
  • Fillers: 390

Synthesis
  • Synthesized area per cell: 7.723 um2
  • Ys cells: 29
  • Cells after Synth: 29
  • Biggest area cells: dfxtp_1 27%, buf_4 13%, a21oi_1 8.9%
  • Cell Area, Synth: 224.0 um2
  • Yosys reg bits: 3
  • Register area share after synthesis: 26.82%
  • Area leader, netlist: dfxtp_1
  • Top cell type's share of synthesized area: 26.82%
  • Post-synth cell types: 14
  • Yosys Warn Count: 2
  • Chip Area, Yosys: 224.0 um2

Run status
  • Outcome: finished clean

CTS
  • CTS tree: built
  • Reg clk slew, reported paths: 0.04 ns
  • Cts bufs inserted: 3
  • Root Driver: clkbuf_4
  • Latency at later pin: 0.23 ns
  • Clk buf depth: 2
  • Hold_buf cts: 0
  • Clock H-tree levels: 1
  • CTS Sinks: 3

Critical path
  • Slowest stage delay, CP: 0.31 ns
  • Worst Path Required: 1.92 ns
  • Critical Path AT: 1.85 ns
  • Startpoint Class: primary input
  • Max FO, Critical Path: 5
  • CP max-delay cell: dlygate4sd2_1
  • Worst Path Buf+Inv: 8
  • Critical Path, Cell by Cell: dlygate4sd2_1, nand3_2, buf_4, buf_4, buf_4, buf_4, buf_4, buf_4, buf_4, o31a_1
  • Top cell family by delay on the critical path: buffers and inverters
  • Most frequent CP cell: buf_4
  • Crit Path Category: primary input to flip-flop
  • Worst setup EP type: flip-flop

Place
  • Placed Area: 414.1 um2
  • Port-buffer cells: 11
  • Detailed placement HPWL: 599.7 um
  • RePlAce Congestion: 0.6685

Job
  • Max-cap violations: 0
  • Tool Warnings: 25

Power and ir drop
  • Sw power: 67.61 uW
  • Peak supply drop: 0.1093 mV
  • Pint: 200.6 uW
  • Lkg Pwr: 0.2245 nW
  • Switching Share: 25.21%
  • Proportion of power drawn by combinational gates: 27.9%
  • Clock share of power: 43.3%
  • Power per standard cell area: 541.2 nW/um2
  • Reg power frac: 28.8%

Hold path
  • HP Class: primary input to flip-flop
## power by group through the flow
stage	sequential, mW	combinational (mW)	clock (mW)
4_1_cts	0.0764	0.0677	0.125
5_1_grt	0.0777	0.0820	0.128
6_report	0.0773	0.0748	0.116
## worst register-to-register path: cells and delay by family (launching register included)
family / cells / cell delay [ns]
and+or+nand+nor: 1 / 0.10
DFF: 1 / 0.34
buffers and inverters: 7 / 0.87
AOI/OAI and AO/OA: 2 / 0.30
## synth_stat cells
library cell and count:
nor3b_1 1, o31a_1 2, nand3_1 4, buf_4 4, a21oi_1 4, nand2_1 1
o21ai_0 1, a211o_1 1, nor2_1 2, o21bai_1 1, a311o_1 2, o21ai_2 1
dfxtp_1 3, inv_1 2
## flip-flops by register name, indices dropped and copies added, names as in the netlist
register / count
second_lvl_arb.last_serviced: 1
rr_2in_arb_0.last_serviced: 1
rr_2in_arb_1.last_serviced: 1
## layer usage
metal | wire length (um) | up-vias
li1 | - | 156
met1 | 342 | 147
met2 | 421 | 7
met3 | 86 | 0
met4 | 0 | 0
met5 | 0 | -
## what timing repair did
| item | CTS | global route |
|---|---|---|
| endpoints found under the setup margin | 5 | 1 |
| gates resized | 13 | 6 |
| pin swaps | 4 | 2 |
| hold endpoints to repair | 0 | 0 |
| setup buffers | 6 | 1 |
## area by class of cell
type | count | area share [%]
repair buffers | 25 | 40.66
inverters | 2 | 1.515
multi-input cells | 20 | 28.79
flip-flops and latches | 3 | 12.12
well taps | 46 | 11.62
clock buffers | 4 | 5.303
## path summary, 6_finish.rpt
check                               start  cells after the start  slack (ns)                         end
max                          arb_grant_in                     10        0.07  rr_2in_arb_1.last_serviced
min                                req[0]                      3        0.51  rr_2in_arb_0.last_serviced
max reg2reg  second_lvl_arb.last_serviced                     10        0.09  rr_2in_arb_1.last_serviced
min reg2reg    rr_2in_arb_0.last_serviced                      2        0.54  rr_2in_arb_0.last_serviced
## logic make-up after synthesis
family                 synth area share [%]
AND-OR/OR-AND                         39.11
AND/OR/NAND/NOR                       17.32
buffers and inverters                 16.76
flip-flops                            26.82
## metrics by stage
step	utilization [%]	hold WS (ns)	total power, mW	instances	worst slack (ns)
global placement	12.12	0.5272	0.1414	89	-0.3647
finish	14.51	0.5131	0.2682	100	0.06543
detailed placement	12.12	0.5304	0.1417	89	-0.3585
CTS	14.10	0.5384	0.2690	99	0.008060
floorplan	-	0.4544	0.1010	29	0.5710
global route	14.51	0.5413	0.2882	100	0.001458
No activity file was given, so power comes from the tool's default toggle rates.
